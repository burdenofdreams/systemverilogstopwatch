--- design.v ---
module clock_divider (
    input logic clk_in,     
    input logic reset,      
    output logic clk_out,   
	output logic clk_mux,
    input logic stop
);
    parameter integer DIVISOR = 50_000_000;  
    logic [31:0] counter;
	 logic [20:0] countermux;
    always_ff @(posedge clk_in or posedge reset) begin
        if (reset) begin
            counter <= 0;
            clk_out <= 1;
        end else if (stop) begin
            counter <= counter;
        end else if (counter == DIVISOR/2) begin
            counter <= 0;
            clk_out <= ~clk_out;  
        end else begin
            counter <= counter + 1;
        end
    end
	always_ff @(posedge clk_in) begin
        if (countermux == DIVISOR/100) begin
            countermux <= 0;
            clk_mux <= ~clk_mux;  
        end else begin
            countermux <= countermux + 1;
        end
    end
endmodule
module decoder (
    input logic [3:0] ones,    
    input logic [2:0] tens,    
    input logic enable,        
    output logic a, b, c, d, e, f, g   
);
    logic [3:0] dig;  
    always_comb begin
        dig = (enable) ? ones : {1'b0, tens};   
    end
    logic b1, b2;
    xor(b1, dig[1], dig[0]);
    and(b2, b1, dig[2]);
    not(b, b2);
    logic not1, not2, not4, not8;
    not(not1, dig[0]);
    not(not2, dig[1]);
    not(not4, dig[2]);
    not(not8, dig[3]);
    logic c1;
    or(c1, dig[0], dig[2]);
    or(c, not2, c1);
    logic a1, a2, a3, a4, a5;
    and(a1, dig[2], dig[0]);
    or(a2, dig[3], dig[1]);
    or(a3, c1, dig[1]);
    not(a4, a3);
    or(a5, a4, a2);
    or(a, a5, a1);
    logic d1, d2, d3, d4, d5, d6, d7, d8, d9;
    and(d1, dig[1], not1);
    and(d2, not2, not1);
    and(d3, d2, not4);
    or(e, d3, d1);   
    and(d4, not2, dig[2]);
    and(d5, d4, dig[0]);
    or(d6, e, d5);
    and(d7, not4, not8);
    and(d8, d7, dig[1]);
    or(d9, d8, dig[3]);
    or(d, d9, d6);
    or(f1, d2, dig[3]);
    and(f2, d1, dig[2]);
    or(f3, d4, f2);
    or(f, f1, f3);
    logic g1;
    or(g1, d9, d4);
    or(g, g1, d1);
endmodule
module kop (
    input logic clk,       
    input logic rst,       
    output logic [3:0] ones,   
    output logic [2:0] tens    
);
    logic [3:0] s;          
    logic [2:0] c;          
    logic [2:0] ts;         
    logic [1:0] tc;         
    not u1(s[0], ones[0]);             
    and u2(c[0], ones[0], 1'b1);       
    xor u3(s[1], ones[1], c[0]);       
    and u4(c[1], ones[1], c[0]);       
    xor u5(s[2], ones[2], c[1]);       
    and u6(c[2], ones[2], c[1]);       
    xor u7(s[3], ones[3], c[2]);       
    not t1(ts[0], tens[0]);             
    and t2(tc[0], tens[0], 1'b1);       
    xor t3(ts[1], tens[1], tc[0]);     
    and t4(tc[1], tens[1], tc[0]);     
    xor t5(ts[2], tens[2], tc[1]);     
    always_ff @(posedge clk or posedge rst) begin
        if (rst) begin
            ones <= 4'b0000;   
            tens <= 3'b000;    
        end else begin
            if (ones == 4'b1001) begin
                ones <= 4'b0000;
                if (tens == 3'b101) begin   
                    tens <= 3'b000;   
                end else begin
                    tens <= ts;   
                end
            end else begin
                ones <= s;     
            end
        end
    end
endmodule
module top (
    input logic clk_in,    
    input logic reset,     
    input logic stop,      
    output logic [6:0] seg,   
    output logic enable,   
    output logic enable2   
);
    logic clk_out;         
    logic [3:0] ones;      
    logic [2:0] tens;      
    logic stop_int=0;        
    clock_divider clk_div_inst (
        .clk_in(clk_in),
        .reset(~reset),       
        .clk_out(clk_out),
        .stop(stop_int),     
		  .clk_mux(enable)
    );
    kop stopwatch (
        .clk(clk_out),
        .rst(~reset),          
        .ones(ones),
        .tens(tens)
    );
    decoder display_decoder (
        .ones(ones),       
        .tens(tens),       
        .enable(enable2),  
        .a(seg[0]),        
        .b(seg[1]),        
        .c(seg[2]),        
        .d(seg[3]),        
        .e(seg[4]),        
        .f(seg[5]),        
        .g(seg[6])         
    );
	assign enable2=~enable;
    always_ff @(negedge stop) begin
        stop_int <= ~stop_int;      
    end
endmodule
--- run.sh ---
#!/bin/bash
# OpenROAD 26Q1-2900-gdf79404cd8, Yosys 0.63+post, stock flow scripts
make -C /OpenROAD-flow-scripts/flow DESIGN_CONFIG=/design/flow/config.mk WORK_HOME=/design/flow/orfs finish
--- config.mk ---
export PLATFORM = sky130hd
export DESIGN_NAME = top
export DESIGN_NICKNAME = top
export VERILOG_FILES = /design/flow/design.v
export SDC_FILE = /design/flow/constraint.sdc
export NUM_CORES = 4
export LEC_CHECK = 1
export CORE_UTILIZATION = 40
--- constraint.sdc ---
current_design top

set clk_period 2.8
set clk_io_pct 0.2

create_clock -name clk0 -period $clk_period [get_ports {clk_in}]
create_clock -name clk1 -period $clk_period [get_ports {stop}]

set non_clock_inputs [all_inputs -no_clocks]
set_input_delay [expr $clk_period * $clk_io_pct] -clock clk0 $non_clock_inputs
set_output_delay [expr $clk_period * $clk_io_pct] -clock clk0 [all_outputs]
==> results.txt <==
impl run done, here's what came out: DRT iter0 DRCs between 150 and 200, most instantiated cells after synthesis dfrtp_1 (39), xnor2_1 (27), nand2_1 (24), nand4_1 (24), dfxtp_1 (22), placed inst area ~3500 sq um, remaining global-route overflow 0, drt drc 0, Crit Path Max Fanout 4, Max-slew headroom 49.7%, Critical Path Source Type flip-flop, RSZ-0062 raised after global routing yes, Basic Gates by Area between 20 and 30%, dominant cell type by area after synthesis dfrtp_1, Top logic family simple AND/OR/NAND/NOR gates, largest net degree at the start of global routing 27, Fill cells ~750, Comb gate area 1710 sq um, Die Size ~8600 sq um, worst-case clock buffer depth 2, Synth Flop Type dfrtp_1, die span in x around 93 um, antenna diode count 0, Placer Congestion 0.916, endpoints left unconstrained 7, Cell area leaders dfrtp_1 (30%), dfxtp_1 (13%), xnor2_1 (7.2%), #FFs+latches synth roughly 63, Post-Syn Instances 344, Final setup viols 0, Critical Path RT around 2.2 ns, tool warnings 33, Hold Violations, Final 0, design area 3710 sq um, distinct lib cells 48, CTS Hold Bufs 0, final std cells w/o fill between 400 and 500, Vias between 2000 and 3000, TritonCTS clock tree built, XOR/XNOR share of the synthesized area between 10 and 15%, RR Startpoint stop_int, Min-Delay Path Class in2async, core area a little under 8000 sq um, status completed, Synth Area in Compound Gates ~5.6%, vias in the first global route roughly 2300, final worst slack ~0.12 ns, CTS buffer count 5, synth-to-layout area growth 12.8%, warning count from the yosys run 7, Synth mux share 1.87%, Synth Cell Area 3290 sq um, Syn Area/Cell about 9.6 sq um, Slew Viols, Final 0, TNS Setup 0 ns, worst hold slack about 0.23 ns, DRT antenna net count 0, Top delay family on crit path buffers and inverters, Buffers on Ports 10, Crit path largest cell delay 0.48 ns, Placed Cells 452, CP endpoint kind output pin, first-pass GRT wire length 11200 um, antenna violations before repair 0, IO Pins 12, overall global routing resource usage between 10% and 20%, Clock transition at path regs ~0.1 ns, count of unclocked register or latch pins 7, Initial Util about two fifths, router iterations before antenna repair 4, clock skew roughly 0.0068 ns, Post-synth seq share between 40% and 50%, WL final approximately 6500 um, Yosys chip area about 3300 sq um, Peak VDD IR 182 uV, Place WS -0.200 ns, worst slew pin tran ~0.74 ns, Buffers & Inverters on Critical Path 3, CP startpoint clk_div_inst.clk_mux, H-Tree Depth 2, Worst Path Class, Setup reg2out, post-DR vias/cell 5.43, Async S/R FF share, synth a little under two thirds, WL/cell ~14 um, area share, top type between 20% and 30%, Worst EP arrival ~2.1 ns, cell count in the Yosys report about 340, PD cells between 300 and 400 nW/um^2, floorplan row count 32, crit path max-delay cell type clkdlybuf4s50_1, FF/Latch Area approximately 1500 sq um, max_cap viols 0, CP cell instances buf_6 > mux2i_4 > ha_2 > buf_4 > nor2_1 > o21ai_1 > clkdlybuf4s50_1, leak pwr 1.49 nW, Synth top cell by count dfrtp_1, share of cells above drive strength 1 12.7%, die height a little over 90 um, root buf cell clkbuf_8, EDFF count, synth 1, DPL Wire Length about 4700 um, Adders+Majority by Area under 10%
[stage by stage]
step / utilization [%] / power, mW
6_report: 47.2 / 1.32
5_1_grt: 47.2 / 1.38
4_1_cts: 47.0 / 1.34
3_5_place_dp: 44.9 / 0.840
3_3_place_gp: 44.9 / 0.840
2_1_floorplan: - / 0.827
[final cells by class]
| type | instances | share of cell area (%) |
|---|---|---|
| Timing Repair Buffer | 28 | 6.18 |
| Sequential cell | 63 | 39.7 |
| Multi-Input combinational cell | 248 | 46.1 |
| Inverter | 15 | 1.52 |
| Clock buffer | 6 | 2.53 |
| Clock inverter | 3 | 0.472 |
| Tap cell | 102 | 3.44 |
[worst register-to-register path, delay by kind of cell, from the launching register on]
kind	cells	cell delay (ns)
buf+inv	1	0.13
flops	1	0.30
xor+xnor	1	0.14
simple gates	3	0.88
[repair_timing]
action / CTS / global route
buffers inserted: 4 / 1
pin swaps: 2 / 2
setup endpoints to repair: 3 / 5
endpoints found under the hold margin: 0 / 0
gates resized: 8 / 8
[registers in the layout, indices dropped and copies added (netlist names)]
name / count
stopwatch.tens: 3
clk_div_inst.clk_out: 1
stopwatch.ones: 4
clk_div_inst.countermux: 21
stop_int: 1
clk_div_inst.counter: 32
clk_div_inst.clk_mux: 1
[cell families after synthesis]
kind of cell | after synthesis
and+or+nand+nor | 165
DFF | 63
xor gates and xnor gates | 39
buffers and inverters | 33
AOI/OAI and AO/OA | 31
adders and majority gates | 7
muxes | 6
[final timing paths]
| kind | cells after the start | slack [ns] | endpoint |
|---|---|---|---|
| max in group clk1 | 3 | 2.01 | stop_int |
| min in group clk1 | 3 | 0.74 | stop_int |
| max | 7 | 0.12 | seg[5] |
| min in group clk0 | 1 | 0.46 | clk_div_inst.countermux[18] |
| min | 1 | 0.23 | clk_div_inst.counter[19] |
| max reg2reg | 5 | 0.14 | clk_div_inst.counter[27] |
| min reg2reg | 1 | 0.46 | clk_div_inst.countermux[18] |
| max in group asynchronous | 2 | 1.97 | clk_div_inst.counter[23] |
[cells in the final DEF, fill, tap and decap left out, types with 8 or more instances in the layout]
master and instances:
a21oi_1 9, and2_1 10, buf_4 17, dfrtp_1 39
dfxtp_1 22, inv_1 15, nand2_1 23, nand3_1 18
nand4_1 24, nor2_1 20, nor3_1 9, nor4_1 8
o21ai_0 10, xnor2_1 27, xor2_1 12
[power breakdown]
part	switching, mW	internal (mW)
Clock	0.270	0.233
Sequential	0	0.805
Combinational	0.0107	0.00140
[metal layers]
layer / track usage, % / wire length [um]
met5: 0 / 0
met1: 29.9 / 3420
met3: 1.59 / 289
met4: 1.79 / 87
met2: 23.4 / 2700
No activity file was given, so power comes from the tool's default toggle rates.
